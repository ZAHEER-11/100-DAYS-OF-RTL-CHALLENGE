$ cat run.sh
#!/bin/bash
# OpenROAD 26Q1-2900-gdf79404cd8, Yosys 0.63+post, stock flow scripts
make -C /OpenROAD-flow-scripts/flow DESIGN_CONFIG=/design/flow/config.mk WORK_HOME=/design/flow/orfs finish
$ cat design.v
`timescale 1ns / 1ps
module ALU(operand1,operand2,opcode,result
    );
input [7:0] operand1,operand2;
input [3:0] opcode;
output reg [15:0] result;
always @(*)
begin
case(opcode)
4'b0000:result=operand1+operand2;
4'b0001:result=operand1-operand2;
4'b0010:result=operand1*operand2;
4'b0011:result=operand1<<1;
4'b0100:result=operand1>>1;
4'b0101:result={operand1[6:0],operand1[7]};
4'b0110:result={operand1[0],operand1[7:1]};
4'b0111:result=operand1 & operand2;
4'b1000:result=operand1 | operand2;
4'b1001:result=operand1 ^ operand2;
4'b1010:result=~(operand1 & operand2);
4'b1011:result=~(operand1 | operand2);
4'b1100:result=~(operand1 ^ operand2);
4'b1101:result=~(operand1);
4'b1110:result=(operand1>operand2);
4'b1111:result=(operand1<operand2);
default:result=8'bxxxxxxxx;
endcase
end
endmodule
$ cat config.mk
export PLATFORM = sky130hd
export DESIGN_NAME = ALU
export DESIGN_NICKNAME = ALU
export VERILOG_FILES = /design/flow/design.v
export SDC_FILE = /design/flow/constraint.sdc
export NUM_CORES = 4
export LEC_CHECK = 1
export CORE_UTILIZATION = 40
$ cat constraint.sdc
current_design ALU

set clk_period 12.3
set clk_io_pct 0.2

create_clock -name clk0 -period $clk_period

set non_clock_inputs [all_inputs -no_clocks]
set_input_delay [expr $clk_period * $clk_io_pct] -clock clk0 $non_clock_inputs
set_output_delay [expr $clk_period * $clk_io_pct] -clock clk0 [all_outputs]
==> run summary <==
fraction of the mapped netlist area in simple logic gates: 0.1894
total power density per cell area: 83.06 mW/mm^2
clock network fraction of design power: 0
Area Overhead vs Synth: 11.26%
met2 Resource Use GR: 0.3767
Synth top area share: 0.1961
Sw Ratio: 0.5554
Switch Pwr: 0.1991 mW
critical path cell sequence: clkdlybuf4s50_1 > clkinv_1 > nor2_1 > fa_1 > fa_1 > fa_1 > inv_1 > fa_1 > inv_1 > ha_1 > a2111oi_0 > nor3_1 > o21ai_0 > a21boi_0 > o21a_1 > o31ai_1 > clkdlybuf4s50_1
highest net fanout along the worst path: 8
largest cells by area after synthesis: sky130_fd_sc_hd__fa_1 (20%), sky130_fd_sc_hd__ha_1 (19%), sky130_fd_sc_hd__inv_1 (7.2%)
warnings from Yosys: 1
post-synthesis cell type with the largest combined area: sky130_fd_sc_hd__fa_1
type of origin of the critical path: input port
Seq/Total Area, Yosys: 0
maximum number of pins on one net before global-route repair: 47
Setup Crit Path Kind: input port to primary output
number of instances in the placed design: 672
dpl hpwl: 9408 microns
Placement Setup Slack: 2.014 ns
area reported by Yosys stat: 0.003879 sq mm
proportion of power drawn by combinational gates: 1.000
setup repair after global routing missed its margin: false
hold_buf cts: 0
wirelength, routed: 11690 microns
# IOs: 36
cell with the biggest individual delay on the critical path: sky130_fd_sc_hd__clkdlybuf4s50_1
total congestion overflow after global routing: 0
count of mapped cells out of synthesis: 521
library cells used by synthesis: 68
XOR/XNOR Fraction of Synth Area: 0.02903
mux share: 0.02097
post-DR vias/cell: 5.722
antenna violations before repair: 0
Log Warnings: 48
met3 Resource Use GR: 0.04020
count of nets left with antenna violations after detail routing: 0
Worst Setup SP: operand1[4]
max-cap check violation count: 0
fraction of the core area covered by cells at the end of the flow: 0.4626
relative contribution of sequential cells to total power: 0
area of the mapped netlist: 0.003879 sq mm
floorplan utilization: 0.4158
overall power: 0.3585 mW
worst setup margin: 1.940 ns
Arrival @ worst endpoint: 7.90 ns
final tally of setup violations: 0
Placed Area: 0.004315 sq mm
Hold/Removal Path Class: input port to primary output
standard-cell row count: 35
buffer and inverter count on the worst path: 5
non-filler instance count after layout: 672
number of buffer cells added on primary ports: 36
share of post-route cells with drive strength above 1: 0.03131
number of flip-flops and latches: 0
standard cell core area: 0.009328 sq mm
clkbuf count: 0
Lkg Pwr: 2.027 nW
global-route wire length before repair: 19630 microns
starting DRC count in detailed routing: 306
slowest cell delay on critical path: 0.69 ns
vertical die size: 100.5 microns
Post-Syn Area per Cell: 7.445 sq um
Largest delay share family, worst path: adder cells
number of diodes added for antenna fixing: 0
count of pins over their slew limit: 0
GR peak layer: met1
final clock period utilization by the worst path: 0.8423
share of synthesized cell area in full adder, half adder and majority cells: 0.3897
global-route usage over all layers: 0.2565
post-CTS setup buffer count: 0
final setup TNS: 0 ns
remaining design rule violation count: 0
# Cells Yosys: 521
Hold Violations, Final: 0
vias after detailed routing: 3845
time the final worst path needs with I/O delays and setup: 10.36 ns
GR met1 Demand/Resource: 0.4175
Routed WL per cell: 17.40 microns
Routability Congestion: 0.9541
outcome: complete, no violations
most frequent cell on the critical path: sky130_fd_sc_hd__fa_1
Max Fclk: 0.09653 GHz
main combinational cell family by area after synthesis: adder cells
vias in the first global route: 3636
CTS-repair resized insts: 0
startpoint of the lowest-slack hold path: opcode[3]
Horiz. Die Dim: 100.5 microns
Cell Int Power: 0.1594 mW
CP required: 9.84 ns
normalized max-slew margin: 0.3981
worst supply voltage drop on vdd: 0.08235 mV
endpoint class of the critical path: primary output
pin slew with the least headroom to its limit: 0.8946 ns
storage element area: 0 sq um
post-route standard cell area excluding fillers: 0.004315 sq mm
compound-gate portion of the synthesized area: 0.2590
Post-Route Hold Slack: 6.165 ns
Initial DRT Pass Iterations: 5
Die ar.: 0.01009 sq mm
path summary, 6_finish.rpt:
kind	to	slack (ns)	depth (start not counted)
worst max-delay path	result[12]	1.94	17
worst min-delay path	result[2]	6.16	5
synthesized netlist by cell type (5+ instances only):
library cell and instances:
sky130_fd_sc_hd__inv_1 74, sky130_fd_sc_hd__nor2_1 74, sky130_fd_sc_hd__ha_1 60, sky130_fd_sc_hd__fa_1 38, sky130_fd_sc_hd__a21oi_1 30, sky130_fd_sc_hd__nand2_1 25, sky130_fd_sc_hd__o21ai_0 21, sky130_fd_sc_hd__nor3_1 17
sky130_fd_sc_hd__a31oi_1 11, sky130_fd_sc_hd__a211oi_1 8, sky130_fd_sc_hd__buf_2 8, sky130_fd_sc_hd__clkinv_1 8, sky130_fd_sc_hd__nor2b_1 8, sky130_fd_sc_hd__a2111oi_0 7, sky130_fd_sc_hd__a21o_1 7, sky130_fd_sc_hd__mux2i_1 7
sky130_fd_sc_hd__nand3_1 7, sky130_fd_sc_hd__nand2b_1 6, sky130_fd_sc_hd__xnor2_1 6, sky130_fd_sc_hd__buf_4 5, sky130_fd_sc_hd__o22ai_1 5, sky130_fd_sc_hd__xor2_1 5
cell families after synthesis:
kind of cell / Yosys count
simple gates: 159
compound gates: 142
buf+inv: 102
fa+ha+maj: 98
xor+xnor: 12
mux: 8
layout make-up:
cell class / count / area [sq um]
fill: 972 / 5012
inverter: 83 / 311.5
multi-input combinational: 419 / 3445
tap: 129 / 161.4
timing repair buffer: 41 / 397.9
cells in the final DEF (no fill, tap or decap), drive strengths merged, types with 3 or more instances in the layout:
cell type      Yosys  layout
a2111oi            8       8
a211o              3       3
a211oi             8       8
a21o               7       7
a21oi             30      30
a22oi              4       4
a2bb2oi            4       4
a31oi             11      11
and3               4       4
buf               16       5
clkdlybuf4s50      0      36
clkinv             8       8
fa                38      38
ha                60      60
inv               75      75
mux2i              7       7
nand2             25      25
nand2b             6       6
nand3              7       7
nor2              74      74
nor2b              8       8
nor3              17      17
o2111ai            3       3
o211ai             4       4
o21a               4       4
o21ai             21      21
o21bai             3       3
o22ai              5       5
o32ai              3       3
or2                3       3
xnor2              6       6
xor2               6       6
metal layers:
metal	wire length (microns)	part of all wire
met1	5544	0.47
met2	5022	0.43
met3	967	0.083
met4	157	0.013
met5	0	0
power by group through the flow:
stage	combinational (mW)	clock (mW)	sequential (mW)
CTS	0.359	0	0
global route	0.409	0	0
finish	0.358	0	0
Power figures rest on the tool's default switching activity, not on a simulated workload.
