**/design/flow/constraint.sdc**
```tcl
current_design Mag_Comp_4bit

set clk_period 1.7
set clk_io_pct 0.2

create_clock -name clk0 -period $clk_period

set non_clock_inputs [all_inputs -no_clocks]
set_input_delay [expr $clk_period * $clk_io_pct] -clock clk0 $non_clock_inputs
set_output_delay [expr $clk_period * $clk_io_pct] -clock clk0 [all_outputs]
```
**/design/flow/run.sh**
```bash
#!/bin/bash
# OpenROAD 26Q1-2900-gdf79404cd8, Yosys 0.63+post, stock flow scripts
make -C /OpenROAD-flow-scripts/flow DESIGN_CONFIG=/design/flow/config.mk WORK_HOME=/design/flow/orfs finish
```
**/design/flow/design.v**
```verilog
`timescale 1ns / 1ps
module Mag_Comp_4bit(A,B,Y1,Y2,Y3
    );
input [3:0] A,B;
output Y1,Y2,Y3;
assign Y1=(~A[3])&B[3]|(~(A[3]^B[3]))&((~A[2])&(B[2]))|(~(A[3]^B[3]))&(~(A[2]^B[2]))&((~A[1])&B[1])|(~(A[3]^B[3]))&(~(A[2]^B[2]))&(~(A[1]^B[1]))&((~A[0])&B[0]);
assign Y2=(~(A[3]^B[3]))&(~(A[2]^B[2]))&(~(A[1]^B[1]))&(~(A[0]^B[0]));
assign Y3=A[3]&(~B[3])|(~(A[3]^B[3]))&(A[2]&(~B[2]))|(~(A[3]^B[3]))&(~(A[2]^B[2]))&(A[1]&(~B[1]))|(~(A[3]^B[3]))&(~(A[2]^B[2]))&(~(A[1]^B[1]))&(A[0]&(~B[0]));
endmodule
```
**/design/flow/config.mk**
```make
export PLATFORM = sky130hd
export DESIGN_NAME = Mag_Comp_4bit
export DESIGN_NICKNAME = Mag_Comp_4bit
export VERILOG_FILES = /design/flow/design.v
export SDC_FILE = /design/flow/constraint.sdc
export NUM_CORES = 4
export LEC_CHECK = 1
export CORE_AREA = 10 10 70 70
export DIE_AREA = 0 0 80 80
```
==> run summary <==
yosys + openroad results -> Hold WC Path Type in -> out, Vias 189, crit path DAT 1.29 ns, Max FO, Critical Path 2, core area 3420 µm², Layout Utilization 11.1%, initial antenna violation count 0, Worst Setup End Kind output pin, die height 80 µm, Hold Worst Slack 1.24 ns, first-pass GRT wire length 897 µm, relative slew slack 91.2%, XORs/XNORs by Area 0%, Comb power frac 100.0%, global-route usage over all layers 1.64%, post-DP HPWL 456 µm, final setup fails 0, Sequential Area 0 µm², post-CTS sizing 28, P_sw 26.8 µW, final WL 512 µm, Slowest cell on crit path dlygate4sd2_1, FF+latch count 0, post-synthesis chip area from yosys 174 µm², FP Util 5.09%, Sequential Power Share 0%, Syn Area/Cell 7.25 µm², Leak Pwr 0.177 nW, Post-Synth Adder-Cell Area 57.6%, hold_sp A[3], min cycle time layout 1.63 ns, largest net degree at the start of global routing 5, Hold Violations, Final 0, ys cells 24, num ports 11, post-synthesis sequential area ratio 0%, yosys warning tally 0, Tot Pwr 65.3 µW, DRC viols 0, mux frac, synth 0%, Max Slew Vio Count 0, DR WL/cell 6.24 µm, Max VDD drop 0.0000212 V, Detailed Routing Iterations Pass 1 2, Period Utilization, post-route 95.7%, IO Port Bufs 11, RSZ-0062 raised after global routing no, Power Density 172 nW/µm², Top Layout Cells inv_1 (5), ha_1 (5), clkdlybuf4s15_1 (5), buffer count from post-CTS setup fixing 0, outcome finished clean, Peak Freq 0.614 GHz, vias in the first global route 198, Post-Syn Instances 24, ao+oa area frac 17.3%, share of cells above drive strength 1 27.8%, # rows 21, Mapped Area 174 µm², clock power share 0%, Final ANT Viol Nets 0, slowest stage delay, CP 0.24 ns, comb area leader adder cells, WS Path Type in -> out, Net Sw Frac 41.0%, critical-path cell list clkdlybuf4s15_1 > buf_4 > ha_1 > a21oi_1 > o21ai_1 > dlygate4sd2_1, Area Overhead vs Synth 118%, Die W 80 µm, die area 6400 µm², number of hold buffers added after CTS 0, # clk buffers 0, maxcap violations 0, tool warnings 36, P_int 38.5 µW, Worst EP required 1.36 ns, gpl congestion 0.689, routed vias/inst 2.30, setup TNS 0 ns, crit path from A[1], GRT overflow 0, Least-Margin Pin Slew 0.132 ns, drt initial violations 2, Synth cell types 6, Simple Share, Synth 7.91%, # diodes 0, CP Launch Type primary input
[worst max-delay path: cells and delay by family]
kind | cells | cell delay [ns]
buffers and inverters | 3 | 0.55
AOI/OAI and AO/OA | 2 | 0.21
adders and majority gates | 1 | 0.18
[final timing paths]
| kind | endpoint | slack (ns) | cells past startpoint |
|---|---|---|---|
| worst min-delay path | Y3 | 1.24 | 5 |
| worst max-delay path | Y3 | 0.07 | 6 |
[cells by family (layout without fill, tap and decap cells)]
family / Yosys count / after routing
AOI/OAI and AO/OA: 6 / 6
and+or+nand+nor: 2 / 2
buffers and inverters: 8 / 20
adders and majority gates: 8 / 8
[layer usage]
metal	up-vias	GRT usage [%]	part of all wire [%]	wire, µm
li1	103	-	-	-
met4	0	0	0	0
met2	7	2.65	43	218
met3	0	0.455	15	78
met5	-	0	0	0
met1	79	2.24	42	214
[power groups by stage]
| stage | Sequential [mW] | Combinational (mW) | Clock [mW] |
|---|---|---|---|
| final | 0 | 0.0653 | 0 |
| after CTS | 0 | 0.0661 | 0 |
| after global routing | 0 | 0.0762 | 0 |
[layout make-up]
type / count / area [µm²]
Fill cell: 405 / 3040
Inverter: 8 / 30.0
Multi-Input combinational cell: 16 / 183
Tap cell: 46 / 57.6
Timing Repair Buffer: 12 / 109
[metrics by stage]
step	setup WS (ns)	cells	cell area [µm²]
final	0.0724	82	379
after global routing	0.00808	82	379
after floorplan	0.495	24	174
after global placement	-0.539	82	349
after detailed placement	-0.569	82	349
after CTS	0.0610	82	379
[synthesized netlist by cell type]
cell	n	area (µm²)
o21ai_1	2	10.0
a21oi_1	4	20.0
inv_1	8	30.0
and4_2	1	10.0
ha_1	8	100
nand2_1	1	3.75
Power and IR drop assume default switching activity.
