File: design/flow/constraint.sdc
current_design ripple_updown

set clk_period 1.0
set clk_io_pct 0.2

create_clock -name clk0 -period $clk_period [get_ports {clk}]

set non_clock_inputs [all_inputs -no_clocks]
set_input_delay [expr $clk_period * $clk_io_pct] -clock clk0 $non_clock_inputs
set_output_delay [expr $clk_period * $clk_io_pct] -clock clk0 [all_outputs]
File: design/flow/config.mk
export PLATFORM = sky130hd
export DESIGN_NAME = ripple_updown
export DESIGN_NICKNAME = ripple_updown
export VERILOG_FILES = /design/flow/design.v
export SDC_FILE = /design/flow/constraint.sdc
export NUM_CORES = 4
export LEC_CHECK = 1
export CORE_AREA = 10 10 70 70
export DIE_AREA = 0 0 80 80
File: design/flow/run.sh
#!/bin/bash
# OpenROAD 26Q1-2900-gdf79404cd8, Yosys 0.63+post, stock flow scripts
make -C /OpenROAD-flow-scripts/flow DESIGN_CONFIG=/design/flow/config.mk WORK_HOME=/design/flow/orfs finish
File: design/flow/design.v
`timescale 1ns / 1ps
module tff(
   input t,clk,rst,
	output reg q
    );
always@(negedge clk)
begin
if(rst==1)
begin
q=1'b0;
end
else
    if(t==0)
    begin
    q=q;
    end
    else if(t==1)
    begin
    q=~q;
    end
end
endmodule
`timescale 1ns / 1ps
module andgate(a,b,o
    );
input a,b;
output o;
assign o=a&b;
endmodule
`timescale 1ns / 1ps
module orgate(a,b,o
    );
input a,b;
output o;
assign o=a|b;
endmodule
`timescale 1ns / 1ps
module ripple_updown(
		input clk,rst,up_down,
		output [3:0] q
    );
tff t1(1'b1,clk,rst,q[0]),
	t2(1'b1,o1,rst,q[1]),
	t3(1'b1,o2,rst,q[2]),
	t4(1'b1,o3,rst,q[3]);
andgate c1(q[0],(~up_down),Q0),
        c2((~q[0]),up_down,Q0bar),
		  c3(q[1],(~up_down),Q1),
        c4((~q[1]),up_down,Q1bar),
		  c5(q[2],(~up_down),Q2),
        c6((~q[2]),up_down,Q2bar);
orgate  d1(Q0,Q0bar,o1),
        d2(Q1,Q1bar,o2),
		  d3(Q2,Q2bar,o3);
endmodule
==> flow_metrics.env <==
# yosys + openroad results
export IMPL_synthMuxAreaShare_pct=0
export IMPL_die_area_sq_um=6400
export IMPL_vias=99
export IMPL_max_stage_delay_ps=310
export IMPL_power_mw=0.131
export IMPL_antenna_left=0
export IMPL_place_congestion=0.733
export IMPL_cp_depth=1
export IMPL_die_h_um=80
export IMPL_worst_path_buf_inv=1
export IMPL_synth_cell_types=5
export IMPL_setup_ws_ps=-144
export IMPL_r2r_end="t1.q$_SDFF_NP0_"
export IMPL_holdBufCountCts=0
export IMPL_ys_flops=4
export IMPL_required_ps=800
export IMPL_placed_area_sq_um=259
export IMPL_clkLatencyLatePin_ps=30
export IMPL_outcome="finished, violations left"
export IMPL_path_cells="buf_6"
export IMPL_ir_worst_vdd_uv=83.4
export IMPL_fa_ha_area_share_pct=0
export IMPL_yosys_warnings=10
export IMPL_grt_setup_unrepaired="yes"
export IMPL_drc=0
export IMPL_unclocked_pins=3
export IMPL_stdcell_area_sq_um=255
export IMPL_drive_gt1_share_pct=25.0
export IMPL_violations="negative setup slack"
export IMPL_coreArea_sq_um=3420
export IMPL_yosys_cells=16
export IMPL_syn_inst=16
export IMPL_syn_avg_cell_area_sq_um=9.70
export IMPL_power_density_nw_per_um2=513
export IMPL_critPathLaunchType="flop"
export IMPL_yosys_dominant_comb_family="buffers and inverters"
export IMPL_fin_skew_ps=0
export IMPL_first_pass_iters=2
export IMPL_drt_iter0_drc=5
export IMPL_yosys_area_share_xor_xnor_pct=16.9
export IMPL_num_rows=21
export IMPL_crit_path_max_fanout=2
export IMPL_boundaryPins=7
export IMPL_path_class="reg2out"
export IMPL_synth_area_sq_um=155
export IMPL_rrSetupSlack_ps=380
export IMPL_avgRoutedWirePerCell_um=5.24
export IMPL_area_growth_pct=64.5
export IMPL_min_from="t1.q$_SDFF_NP0_"
export IMPL_overflow=0
export IMPL_holdPathStages=2
export IMPL_antenna_found_initial=0
export IMPL_cp_arrival_ps=940
export IMPL_final_cell_mix="nor2_1, clkdlybuf4s50_1, xnor2_1, dfxtp_1, buf_4"
export IMPL_crit_slowest_cell="dfxtp_2"
export IMPL_die_x_um=80
export IMPL_path_clk_slew_ps=30
export IMPL_ys_area_sq_um=155
export IMPL_cp_top_family="flip-flops"
export IMPL_untimed_endpoints=6
export IMPL_setup_viol=1
export IMPL_synth_cellmix_simpleShare_pct=9.68
export IMPL_grt_pass1_vias=89
export IMPL_grt_max_degree=4
export IMPL_ys_seq_share_pct=51.6
export IMPL_p_leak_nw=0.0873
export IMPL_synthAoiAreaFrac_pct=0
export IMPL_slew_viol_final=0
export IMPL_endpoint_kind="primary output"
export IMPL_hold_path_end="t1.q$_SDFF_NP0_"
export IMPL_wl_um=346
export IMPL_max_slew_worst_pin_slew_ps=169
export IMPL_fp_util_pct=4.54
export IMPL_tool_warnings=32
export IMPL_grt_total_usage_pct=0.972
export IMPL_reg2reg_depth=2
export IMPL_portBuffers=6
export IMPL_post_route_util_pct=7.47
export IMPL_max_cap_viol_count=0
export IMPL_post_cts_setup_buffers=0
export IMPL_hp_class="reg2reg"
export IMPL_timing_rr_start="t1.q$_SDFF_NP0_"
export IMPL_routed_via_density=1.50
export IMPL_crit_path_start="t1.q$_SDFF_NP0_"
export IMPL_relSlewSlack_pct=88.7
export IMPL_antenna_cells=0
export IMPL_finalHoldViolations=0
export IMPL_grt_first_pass_wirelength_um=469
## where the power goes
group,internal (mW),switching [mW],total [mW]
combinational,0.0345,0.0147,0.0492
clock,0.00644,0.00653,0.0130
sequential,0.0625,0.00645,0.0689
total,0.103,0.0277,0.131
## final cells by class
cell class	count	area (sq um)
timing repair buffer	8	71.3
fill	407	3160
tap	46	57.6
clock inverter	1	3.75
multi-input combinational	7	41.3
sequential	4	81.3
## how the worst max path moves through the flow
stage / slack, ps / end
final: -140 / q[0]
after CTS: -110 / q[0]
after global routing: -160 / q[0]
## sequential cells by signal, summed over array words and instances (netlist names)
name,count
t3.q,1
t2.q,1
t4.q,1
t1.q,1
## repair_timing
| action | in CTS | in global routing |
|---|---|---|
| gates resized | 8 | 1 |
| hold endpoints to repair | 0 | 0 |
| pin swaps | 1 | 0 |
| cloned | 0 | 0 |
| endpoints found under the setup margin | 2 | 1 |
## stage by stage
stage / setup WS [ps] / setup TNS (ps) / std cells / hold WS, ps
finish: -144 / -144 / 66 / 509
global route: -159 / -159 / 66 / 523
detailed placement: -503 / -870 / 66 / 492
global placement: -510 / -867 / 66 / 479
CTS: -114 / -114 / 66 / 495
floorplan: -107 / -107 / 16 / 406
## synthesized netlist by cell type
| cell type | count | share of area (%) |
|---|---|---|
| buf_4 | 4 | 19 |
| dfxtp_1 | 4 | 52 |
| inv_1 | 1 | 2.4 |
| nor2_1 | 4 | 9.7 |
| xnor2_1 | 3 | 17 |
## logic make-up after synthesis
logic type    count (synthesis)
buf+inv                       5
flops                         4
simple gates                  4
xor+xnor                      3
## metal layers
layer	part of all wire (%)	global-route usage, %	vias up
met5	0	0	-
met4	0	0	0
met3	44	2.05	0
met2	21	0.722	7
met1	35	0.995	40
li1	-	-	52
## worst register-to-register path, cell delays in order, from the launching register on
cell and delay (ps):
dfxtp_2 310, buf_4 130, nor2_1 110
Power figures rest on the tool's default switching activity, not on a simulated workload.
